## flow/design.v

```verilog
module regfile ( clk,  writeEnable, wrAddr, wrData, rdAddrA, rdDataA, rdAddrB, rdDataB, rdAddrC, rdDataC);
   parameter NUM_ADDR_BITS = 6;
   parameter REG_WIDTH = 32;
   parameter NUM_REGS = 2**NUM_ADDR_BITS;
   input clk;
   input writeEnable;
   input [NUM_ADDR_BITS - 1:0] 		wrAddr;       
   input [REG_WIDTH - 1:0]     		wrData;		  
   input [NUM_ADDR_BITS - 1:0] 		rdAddrA;	  
   output wire [REG_WIDTH - 1:0]    rdDataA;	  
   input [NUM_ADDR_BITS - 1:0] 		rdAddrB;      
   output wire [REG_WIDTH - 1:0]    rdDataB;	  
   input [NUM_ADDR_BITS - 1:0] 		rdAddrC;	  
   output wire [REG_WIDTH - 1:0]    rdDataC;	  
   reg signed [REG_WIDTH - 1:0]  	regfile [0:NUM_REGS - 1];
   initial 
      regfile[0] = 32'h00000000;
   assign rdDataA = rdAddrA ? regfile[rdAddrA] : 32'h00000000;
   assign rdDataB = rdAddrB ? regfile[rdAddrB] : 32'h00000000;
   assign rdDataC = rdAddrC ? regfile[rdAddrC] : 32'h00000000; 
   always @(negedge clk)
   begin   					 
      if (writeEnable) regfile[wrAddr] <= wrData;
   end
endmodule
```

## flow/run.sh

```bash
#!/bin/bash
# OpenROAD 26Q1-2900-gdf79404cd8, Yosys 0.63+post, stock flow scripts
make -C /OpenROAD-flow-scripts/flow DESIGN_CONFIG=/design/flow/config.mk WORK_HOME=/design/flow/orfs finish
```

## flow/config.mk

```make
export PLATFORM = sky130hd
export DESIGN_NAME = regfile
export DESIGN_NICKNAME = regfile
export VERILOG_FILES = /design/flow/design.v
export SDC_FILE = /design/flow/constraint.sdc
export NUM_CORES = 4
export LEC_CHECK = 1
export CORE_UTILIZATION = 50
```

## flow/constraint.sdc

```tcl
current_design regfile

set clk_period 10.4
set clk_io_pct 0.2

create_clock -name clk0 -period $clk_period [get_ports {clk}]

set non_clock_inputs [all_inputs -no_clocks]
set_input_delay [expr $clk_period * $clk_io_pct] -clock clk0 $non_clock_inputs
set_output_delay [expr $clk_period * $clk_io_pct] -clock clk0 [all_outputs]
```

==> flow_metrics.env <==
# implementation run metrics
export IMPL_status="finished with violations"
export IMPL_violations="setup timing"
export IMPL_worstHoldStart="rdAddrA[3]"
export IMPL_clk_pin_slew_ps=30
export IMPL_synth_cell_types=44
export IMPL_ys_seq_share_pct=55.54
export IMPL_syn_avg_cell_area_um2=19.82
export IMPL_yosys_area_um2=110700
export IMPL_worst_pin_slew_ps=946.3
export IMPL_regMostFlops="regfile"
export IMPL_place_hpwl_um=255700
export IMPL_vias_per_cell=6.631
export IMPL_async_reset_ff_share_pct=0
export IMPL_synth_flops=2048
export IMPL_ys_cells=5587
export IMPL_port_buffers=153
export IMPL_internal_power_w=0.01658
export IMPL_cts_tree="built"
export IMPL_vias=73329
export IMPL_layout_cells_non_filler=11058
export IMPL_p_switching_w=0.006862
export IMPL_cts_root_buf="clkbuf_16"
export IMPL_edf_count=2048
export IMPL_drtAntennaViolNets=0
export IMPL_final_max_slew_viol_count=0
export IMPL_power_frac_seq_pct=39.5
export IMPL_top_area_cell="edfxtp_1"
export IMPL_grt_pass1_vias=83186
export IMPL_num_rows=172
export IMPL_drive_gt1_share_pct=34.02
export IMPL_grt_start_max_net_pins=73
export IMPL_synthCells=5587
export IMPL_hold_viol_final=0
export IMPL_p_leak_nw=51.14
export IMPL_switching_share_pct=29.28
export IMPL_area_leaders="edfxtp_1 56%, mux4_2 33%, mux2i_1 3.7%"
export IMPL_crit_top_cell="mux4_2"
export IMPL_rsz0062_at_grt="yes"
export IMPL_post_place_ws_ps=347.4
export IMPL_drc_errors=0
export IMPL_die_x_um=472.6
export IMPL_fp_utilization_pct=50.35
export IMPL_critPathLaunchType="flop"
export IMPL_drt_iter0_drc=4948
export IMPL_max_slew_margin_rel_pct=36.69
export IMPL_warning_count=1029
export IMPL_endpoint_kind="output pin"
export IMPL_slowest_delay_ps=540
export IMPL_pin_count=154
export IMPL_clkSinkCount=2048
export IMPL_yosysTopAreaCellShare_pct=55.54
export IMPL_synth_area_um2=110700
export IMPL_ys_warn_count=1
export IMPL_finalWirelength_um=427800
export IMPL_maxCapViolCount=0
export IMPL_hold_class="in -> out"
export IMPL_reg_top3="regfile (2048)"
export IMPL_die_area_um2=223400
export IMPL_cts_buffers_inserted=235
export IMPL_ctsHoldBuffers=0
export IMPL_vdd_drop_max_mv=0.1917
export IMPL_crit_chain="mux4_2 > mux4_2 > a22oi_2 > nand3_2 > clkdlybuf4s50_1"
export IMPL_timing_hold_ws_ps=4908
export IMPL_antenna_found_initial=26
export IMPL_syn_to_final_growth_pct=21.69
export IMPL_design_core_area_um2=219900
export IMPL_clockBufferDepth=3
export IMPL_final_common_cell="inv_1"
export IMPL_combPwrFrac_pct=10.2
export IMPL_p_per_area_nw_per_um2=173.9
export IMPL_cp_required_ps=8320
export IMPL_lay_top_cells="2100 x inv_1, 2048 x edfxtp_1, 1636 x mux4_2"
export IMPL_setup_slack_ps=-11.59
export IMPL_grt_usage_pct=44.17
export IMPL_overflow=0
export IMPL_hold_path_depth=3
export IMPL_path_buffers=1
export IMPL_firstDrtPassIters=6
export IMPL_post_place_cells=8522
export IMPL_grt_first_pass_wirelength_um=590900
export IMPL_min_to="rdDataA[5]"
export IMPL_crit_arrival_ps=8330
export IMPL_cts_max_level=4
export IMPL_final_area_um2=134700
export IMPL_largest_reg_flops=2048
export IMPL_critical_path_class="reg -> out"
export IMPL_die_h_um=472.6
export IMPL_crit_slowest_cell="mux4_2"
export IMPL_p_clk_share_pct=50.4
export IMPL_setup_viol=1
export IMPL_routedWlPerCell_um=38.68
export IMPL_crit_family="multiplexers"
export IMPL_path_max_fanout=3
export IMPL_place_congestion=0.9406
export IMPL_placed_area_um2=117600
export IMPL_flop_cell="edfxtp_1"
[per-stage QoR]
stage	total power, W	util (%)	TNS [ps]
floorplan	0.01182	-	0
global placement	0.01280	53.47	0
detailed placement	0.01280	53.47	0
CTS	0.02365	61.06	-30.04
global route	0.02467	61.25	-324.9
finish	0.02344	61.27	-11.59
[how the worst max path moves through the flow]
stage	start	to	slack (ps)	cells after the start
4_1_cts	regfile[13][12]$_DFFE_NP_	rdDataB[12]	-30	5
5_1_grt	regfile[37][0]$_DFFE_NP_	rdDataB[0]	-50	6
6_report	regfile[23][4]$_DFFE_NP_	rdDataC[4]	-10	5
[final cells by class]
| class | instances | area [um2] |
|---|---|---|
| Antenna cell | 39 | 97.59 |
| Sequential cell | 2048 | 61500 |
| Tap cell | 2958 | 3701 |
| Clock inverter | 2241 | 9882 |
| Clock buffer | 240 | 6006 |
| Inverter | 2 | 7.507 |
| Timing Repair Buffer | 518 | 5260 |
| Fill cell | 15513 | 85190 |
| Multi-Input combinational cell | 3012 | 48300 |
[synth_stat cells, types with 24 or more instances]
library cell  count
a211oi_1         32
nand2_1         129
nand3_1          30
a21oi_1          76
nor3_1           85
o21ai_0          31
buf_4            57
nor2_1          125
buf_1            59
o22ai_1         129
edfxtp_1       2048
mux4_2         1636
buf_2           224
mux2i_1         413
a22oi_1         108
mux2_2           24
nor2b_1          37
clkbuf_1        168
[metal layers]
layer	part of all wire [%]	global-route usage [%]	wire length, um
met5	0.48	7.766	2036
met1	27	46.27	114800
met4	7.4	28.01	31460
met3	20	39.51	86230
met2	45	57.20	193200
[power by group through the flow]
stage | logic [W] | clock network, W | registers, W
after CTS | 0.00234 | 0.0121 | 0.00925
after global routing | 0.00247 | 0.0130 | 0.00924
final | 0.00238 | 0.0118 | 0.00925
[tightest hold or removal path, stage by stage]
cell	delay, ps
buf_4	280
a31oi_1	310
dlymetal6s2s_1	140
[what timing repair did]
action,4_1_cts,5_1_grt
endpoints found under the setup margin,75,49
setup buffers,18,0
gates resized,204,85
pin swaps,54,40
[cell families after synthesis]
group,count (synthesis),synth area share (%)
AND-OR/OR-AND,478,2.930
buffers and inverters,527,2.341
flip-flops,2048,55.54
multiplexers,2073,37.25
AND/OR/NAND/NOR,461,1.939
Power figures rest on the tool's default switching activity, not on a simulated workload.
