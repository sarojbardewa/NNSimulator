$ cat ./constraint.sdc
current_design IFEX_Reg

set clk_period 1.0
set clk_io_pct 0.2

create_clock -name clk0 -period $clk_period [get_ports {CLK}]

set non_clock_inputs [all_inputs -no_clocks]
set_input_delay [expr $clk_period * $clk_io_pct] -clock clk0 $non_clock_inputs
set_output_delay [expr $clk_period * $clk_io_pct] -clock clk0 [all_outputs]
$ cat ./config.mk
export PLATFORM = sky130hd
export DESIGN_NAME = IFEX_Reg
export DESIGN_NICKNAME = IFEX_Reg
export VERILOG_FILES = /design/flow/design.v
export SDC_FILE = /design/flow/constraint.sdc
export NUM_CORES = 4
export LEC_CHECK = 1
export CORE_AREA = 10 10 146 146
export DIE_AREA = 0 0 156 156
$ cat ./design.v
module IFEX_Reg(CLK,PCEnD,RegWriteD, ALU1SrcD, RegDstD,ALU1CntrlD, ALU2CntrlD,MemWriteD,MemtoRegD,Src1AD,Src1BD,Src1CD,RtD,RdD,SignImmD,
					PCEn,RegWrite,ALU1Src, RegDst,ALU1Cntrl, ALU2Cntrl,MemWrite,MemtoReg,Src1A,Src1B,Src1C,Rt,Rd,SignImm);
	parameter BUS_WIDTH=32;			
	parameter ALU_FUNCT_BITS = 3;   
	parameter REGISTER_SIZE = 6;	 
	input CLK;	
	input [BUS_WIDTH-1:0]Src1AD;	
	input [BUS_WIDTH-1:0]Src1BD;
	input [BUS_WIDTH-1:0]Src1CD;
	input [BUS_WIDTH-1:0] SignImmD;
	input PCEnD;
	input RegWriteD;
	input ALU1SrcD;
	input RegDstD;
	input [ALU_FUNCT_BITS-1:0]ALU1CntrlD;
	input [ALU_FUNCT_BITS-1:0]ALU2CntrlD;
	input MemWriteD;
	input MemtoRegD;
	input[REGISTER_SIZE-1:0] RtD;
	input [REGISTER_SIZE-1:0]RdD;
	output  reg signed [BUS_WIDTH-1:0]Src1A;
	output  reg signed [BUS_WIDTH-1:0]Src1B;
	output  reg signed [BUS_WIDTH-1:0]Src1C;
	output  reg [BUS_WIDTH-1:0] SignImm;
	output  reg PCEn;
	output  reg RegWrite;
	output  reg ALU1Src;
	output  reg RegDst;
	output  reg [ALU_FUNCT_BITS-1:0]ALU1Cntrl;
	output  reg [ALU_FUNCT_BITS-1:0]ALU2Cntrl;
	output  reg MemWrite;
	output  reg MemtoReg;
	output  reg [REGISTER_SIZE-1:0] Rt;
	output  reg [REGISTER_SIZE-1:0]Rd;
	initial
		PCEn = 1;
	always @(posedge CLK)
		begin
			PCEn		<= PCEnD;
			RegWrite 	<= RegWriteD;
			ALU1Src	    <= ALU1SrcD;
			RegDst 		<= RegDstD;
			ALU1Cntrl 	<= ALU1CntrlD;
			ALU2Cntrl	<= ALU2CntrlD;
			MemWrite	<= MemWriteD;
			MemtoReg	<= MemtoRegD;
			Src1A		<= Src1AD;
			Src1B		<= Src1BD;
			Src1C		<= Src1CD;
			Rt			<= RtD;
			Rd			<= RdD;
			SignImm		<=SignImmD;
		end
endmodule
$ cat ./run.sh
#!/bin/bash
# OpenROAD 26Q1-2900-gdf79404cd8, Yosys 0.63+post, stock flow scripts
make -C /OpenROAD-flow-scripts/flow DESIGN_CONFIG=/design/flow/config.mk WORK_HOME=/design/flow/orfs finish
==> out/metrics.csv <==
metric,value,unit
worstSetupEndpointType,output pin,
tightestPinTransition,0.1753,ns
rsz0062_at_grt,true,
cts_buffers,17,
crit_chain,buf_2,
netlist_instances,152,
p_per_area,2213,nW/µm²
ir_drop,1.277,mV
hold_viol_final,0,
io_pins,305,
ys_cells,152,
ys_async_sr_fraction,0,
violations,negative setup slack,
cts_tree,done,
synth-warning-count,1,
yosys_area,3043,µm²
crit_type,reg2out,
fin_tns_setup,-0.6957,ns
logic_area,0,µm²
drt_iter0_markers,47,
edf_count,0,
min-delay-start,RdD[2],
grt_overflow,0,
area_growth,106.7,%
synth.distinct_cells,1,
portBuffers,304,
cts_setup_buffers,0,
grt_pass1_vias,2459,
drtAntennaViolNets,0,
p_leak,2.790,nW
critPathLaunchType,flip-flop,
fmax,972.5,MHz
vias,2274,
grt_pass1_wl,16200,µm
viasPerCell,3.172,
ys.flop_type,dfxtp_1,
top_area_frac,1.000,
grtUsageTotal,0.08902,
clk_pin_slew,0.06,ns
worst_ep_required_time,0.80,ns
die_w,156,µm
p_total,0.01392,W
chipArea,24340,µm²
drive_above_1_share,0.4324,
cpMaxStageDelayCell,dfxtp_2,
routed_wirelength,11390,µm
path_buffers,1,
yosysTopAreaCell,dfxtp_1,
dp_hpwl,9392,µm
clockBufferDepth,2,
slew_violations,0,
htreeDepth,4,
final.min_clock_period,1.028,ns
synth_flops,152,
globalplace.congestion,0.7773,
top_cell,dfxtp_1,
cpLargestDelayFamily,flip-flops,
num_rows,49,
cp_max_fo,1,
arrival,0.83,ns
status,"finished, violations left",
ys_seq_frac,1.000,
drv_cap,0,
finalCritPeriodShare,1.028,
wl_per_cell,15.88,µm
syn_avg_cell_area,20.02,µm²
logic_gates,0,
grt_max_degree,17,
fp-utilization,0.1682,
slew_headroom,0.8832,
n_antenna_cell,0,
topCellsByArea,dfxtp_1 100%,
setup_slack,-0.02831,ns
synthTopCellsByCount,152 x dfxtp_1,
coreArea,18090,µm²
drc,0,
die_h,156,µm
cts.sinks,152,
setup_viol,98,
first_pass_iters,3,
hold_path_class,in2reg,
warnings,27,
cp-startpoint,ALU1Cntrl[0],
slowest_delay,0.32,ns
antenna_found_initial,0,
clk_root_buffer_cell,clkbuf_16,
netlist_area,3043,µm²
==> final cells by class <==
cell class | instances | area (µm²)
well taps | 229 | 286.5
clock buffers | 20 | 446.7
clock inverters | 12 | 175.2
flip-flops and latches | 152 | 3079
fillers | 1781 | 11800
repair buffers | 304 | 2301
==> cells by family after synthesis <==
logic type  Yosys count  synth area share
flops               152             1.000
==> stage by stage <==
stage          cells  area (µm²)  worst slack (ns)  utilization  hold WS [ns]
6_report         717        6289          -0.02831       0.3477        0.2304
3_3_place_gp     685        6372         -0.004764       0.3523        0.6494
4_1_cts          717        6256          -0.06491       0.3459        0.2014
2_1_floorplan    152        3043            0.5385            -        0.2277
3_5_place_dp     685        6372         -0.002299       0.3523        0.6517
5_1_grt          717        6289          -0.08985       0.3477        0.1921
==> flip-flops by register name, indices dropped and copies added (netlist names), 3 cells and up <==
signal     cells
ALU1Cntrl      3
Src1C         32
Rt             6
Src1A         32
Src1B         32
Rd             6
SignImm       32
ALU2Cntrl      3
==> power breakdown <==
part / internal, W / switching [W] / total, W
clock network: 0.00424 / 0.00235 / 0.00659
registers: 0.00639 / 0.0000692 / 0.00646
logic: 0.000715 / 0.000150 / 0.000865
total: 0.0113 / 0.00257 / 0.0139
==> final timing paths <==
path              slack (ns)      endpoint  depth (start not counted)
setup / recovery       -0.03  ALU1Cntrl[0]                          1
hold / removal          0.23         Rd[2]                          1
==> cells in the final DEF, fill, tap and decap left out <==
master,count
buf_2,149
buf_6,3
bufinv_16,4
clkbuf_1,2
clkbuf_16,17
clkbuf_8,1
clkdlybuf4s50_1,152
clkinv_2,4
clkinv_4,4
dfxtp_1,123
dfxtp_2,29
==> timing repair <==
action,4_1_cts,5_1_grt
hold buffers,0,0
resized,507,14
endpoints found under the setup margin,152,152
==> layer usage <==
metal / wire (µm) / GRT usage / up-vias
met5: 0 / 0 / -
met4: 111 / 0.01079 / 0
met3: 1604 / 0.05654 / 5
met2: 5804 / 0.1523 / 152
met1: 3866 / 0.09312 / 1000
li1: - / - / 1117
Power is estimated from default activity; no workload was simulated.
