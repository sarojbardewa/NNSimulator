File: design.v
module mux32x2(in0, in1, select, out);
  parameter WIDTH = 32;
  input [WIDTH - 1:0] in1;
  input [WIDTH - 1:0] in0;
  input select;
  output [WIDTH - 1:0] out;
  assign out = select ? in1 : in0;
endmodule
File: run.sh
#!/bin/bash
# OpenROAD 26Q1-2900-gdf79404cd8, Yosys 0.63+post, stock flow scripts
make -C /OpenROAD-flow-scripts/flow DESIGN_CONFIG=/design/flow/config.mk WORK_HOME=/design/flow/orfs finish
File: config.mk
export PLATFORM = sky130hd
export DESIGN_NAME = mux32x2
export DESIGN_NICKNAME = mux32x2
export VERILOG_FILES = /design/flow/design.v
export SDC_FILE = /design/flow/constraint.sdc
export NUM_CORES = 4
export LEC_CHECK = 1
export CORE_AREA = 10 10 70 70
export DIE_AREA = 0 0 80 80
File: constraint.sdc
current_design mux32x2

set clk_period 1.0
set clk_io_pct 0.2

create_clock -name clk0 -period $clk_period

set non_clock_inputs [all_inputs -no_clocks]
set_input_delay [expr $clk_period * $clk_io_pct] -clock clk0 $non_clock_inputs
set_output_delay [expr $clk_period * $clk_io_pct] -clock clk0 [all_outputs]
==> results.env <==
YOSYS.STAT.SEQSHARE=0
OPENROAD.WARNINGS=34
REPORT.FINAL.HOLD_VIOL_COUNT=0
PERIOD_NEEDED_NS=1.18
CELLINTERNALPOWER_uW=519
COMB_POWER_SHARE=1.000
YS.WARNINGS.COUNT=0
WORSTPATHCELLLIST='buf_12, buf_12, buf_8, mux2_4, buf_6'
DPL_CELL_AREA_MM2=0.00154
POWER_FRAC_SEQ=0
DP_HPWL_UM=2400
FINALCOREUTILIZATION=0.497
MIN_DELAY_WORST_ENDPOINT='out[24]'
DETAIL_ROUTE.VIAS_PER_CELL=3.80
POST_ROUTE_WORST_SETUP_SLACK_NS=-0.175
YOSYSUNIQUECELLTYPES=4
POST-ROUTE-DRC-COUNT=0
SYNTH.LARGEST_AREA_CELL='sky130_fd_sc_hd__mux2_4'
VIOLATIONS_IN_THE_FINAL_REPORTS='setup timing'
MAX_FREQ_MHz=851
GRT_ANTENNA_BEFORE_REPAIR=0
DRT_WL_TOTAL_UM=2850
POSTROUTEANTENNANETS=0
ROWS=21
MIN_FROM='in0[24]'
LAYOUT_TOP_CELL='sky130_fd_sc_hd__dlygate4sd2_1'
SYNTHTOPCELLSBYAREA='sky130_fd_sc_hd__mux2_4, sky130_fd_sc_hd__buf_12, sky130_fd_sc_hd__mux2_2'
DIE_X_UM=80
PWR-SHARE-CLK=0
WORST_EP_ARRIVAL_TIME_NS=0.98
NUM_ANTENNA_CELLS=0
REPORT.FINAL.SETUP_VIOL=32
SLEW_VIOL_FINAL=0
SWITCHING_SHARE=0.213
MAX_SLEW_MARGIN=0.959
SYN_TO_FINAL_GROWTH_PCT=212
PLACEABLECOREAREA_MM2=0.00342
CRITPATHMOSTFREQUENTCELL='sky130_fd_sc_hd__buf_12'
MOST-COMMON-LAYOUT-CELLS='sky130_fd_sc_hd__dlygate4sd2_1, sky130_fd_sc_hd__mux2_4, sky130_fd_sc_hd__buf_6'
FINAL_DESIGN_AREA_NO_FILL_MM2=0.00170
SYNTHDOMINANTCELLAREASHARE=0.828
CLKBUF_COUNT=0
SYNTH_STAT.CELLS=36
CRITICAL_PATH.SLOWEST_CELL='sky130_fd_sc_hd__mux2_4'
CRITICAL_PATH_REQUIRED_NS=0.80
N_SEQUENTIAL_CELL=0
POST_DRT_WL_PER_CELL_UM=14.8
FIN_WORST_HOLD_SLACK_NS=0.694
POST_SYNTH_INST_COUNT=36
CRIT_PATH_START_KIND='primary input'
OUTCOME='finished with violations'
PLACEMENT.IO_BUFFERS=97
GRT_MAX_DEGREE=8
P_SW_uW=141
GLOBALROUTETOTALUTIL=0.0787
CRIT_PATH_MAX_INCR_DELAY_NS=0.30
POST-ROUTE-PERIOD-UTIL=1.18
YOSYS_AREA_UM2=544
LAYOUT-DRIVE-GT1-SHARE=0.562
CAP_VIOL_MAX_COUNT=0
SYNTH.CELL_AREA_UM2=544
GRT_PASS1_VIAS=824
GRT_SETUP_UNREPAIRED='true'
TOTAL_VIA_COUNT_AFTER_DETAILED_ROUTING=730
WORST_IR_DROP_VDD_mV=0.173
GRT_FIRST_PASS_WIRELENGTH_UM=4150
FINALWEIGHTEDCONGESTION=0.760
REGAREA_UM2=0
DRT-PASS1-ITER-COUNT=2
POWER_DENSITY_mW_PER_MM2=389
WORSTPATHMAXFANOUT=7
CTSHOLDBUFFERS=0
FIRST_ITER_VIOLATIONS=4
CRITICALPATHCATEGORY='in -> out'
GRT_OVERFLOW_TOTAL=0
SYNTHESIS.AREA_PER_INSTANCE_UM2=15.1
FP_UTIL=0.159
FILL_CELLS=327
DIE_AREA_MM2=0.00640
HOLD_CLASS='in -> out'
WORST_SLEW_PIN_SLEW_NS=0.0611
HOLD-PATH-CELL-COUNT=3
TIMING.CRITICAL_PATH.TO_TYPE='output pin'
IOPINCOUNT=97
DIE_HEIGHT_UM=80
TOTAL_LEAKAGE_POWER_uW=0.000990
REPORT.POWER.TOTAL_uW=660
==> what timing repair did <==
item	in CTS	in global routing
pin swaps	0	0
endpoints found under the setup margin	32	32
cloned	1	0
buffers inserted	14	0
gates resized	170	23
==> critical path, delay by kind of cell <==
family	cells	cell delay, ns
buf+inv	4	0.47
mux	1	0.30
==> power by group through the flow <==
| stage | Sequential, uW | Clock [uW] | Combinational (uW) |
|---|---|---|---|
| 4_1_cts | 0 | 0 | 644 |
| 6_report | 0 | 0 | 660 |
| 5_1_grt | 0 | 0 | 706 |
==> cells by family after synthesis <==
kind of cell | share of synthesized area
muxes | 0.869
buffers and inverters | 0.131
==> layer usage <==
layer,vias to the layer above,routed length [um],GRT usage
met3,0,313,0.0307
met2,51,1390,0.143
met5,-,0,0
li1,362,-,-
met4,0,0,0
met1,317,1140,0.0897
==> cells in the mapped netlist <==
library cell and count:
sky130_fd_sc_hd__buf_12 3, sky130_fd_sc_hd__buf_6 1, sky130_fd_sc_hd__mux2_2 2, sky130_fd_sc_hd__mux2_4 30
==> how the worst max path moves through the flow <==
stage	slack, ns	start	to	cells after the start
after global routing	-0.19	select	out[31]	5
after CTS	-0.18	select	out[0]	5
final	-0.18	select	out[31]	5
==> per-stage QoR <==
stage	instances	setup WS, ns	TNS [ns]
floorplan	36	0.0669	0
global placement	177	-0.492	-15.25
detailed placement	177	-0.497	-15.27
CTS	192	-0.178	-5.20
global route	192	-0.194	-5.62
finish	192	-0.175	-5.03
==> final cells by class <==
class                           instances  area [um2]  area share
Timing Repair Buffer                  114        1160       0.683
Tap cell                               46        57.6      0.0339
Multi-Input combinational cell         32         480       0.283
Power is estimated from default activity; no workload was simulated.
