==> design.v <==
module ALU1(ALUResult, ALU1Control,SrcA, SrcB);
parameter 				nBits = 32;
input [nBits-1:0] 		SrcA,SrcB;     
input [2:0] 			ALU1Control;   
output[nBits-1:0] 		ALUResult;	   
reg signed [nBits-1:0] ALUResult;      
always@(ALU1Control,SrcA,SrcB) 
begin
	case(ALU1Control)
		3'b000:         
             ALUResult = SrcA+SrcB;
		3'b001:		  
			begin
				ALUResult = SrcA*SrcB; 
			end
		3'b010:		 
			begin
				ALUResult = SrcA[nBits-1]<=0;  
			end
		3'b111:		 
			 ALUResult = SrcA;   
		default:   	
			ALUResult = 32'd0;     
	endcase
end
endmodule
==> run.sh <==
#!/bin/bash
# OpenROAD 26Q1-2900-gdf79404cd8, Yosys 0.63+post, stock flow scripts
make -C /OpenROAD-flow-scripts/flow DESIGN_CONFIG=/design/flow/config.mk WORK_HOME=/design/flow/orfs finish
==> config.mk <==
export PLATFORM = sky130hd
export DESIGN_NAME = ALU1
export DESIGN_NICKNAME = ALU1
export VERILOG_FILES = /design/flow/design.v
export SDC_FILE = /design/flow/constraint.sdc
export NUM_CORES = 4
export LEC_CHECK = 1
export CORE_UTILIZATION = 30
==> constraint.sdc <==
current_design ALU1

set clk_period 18.1
set clk_io_pct 0.2

create_clock -name clk0 -period $clk_period

set non_clock_inputs [all_inputs -no_clocks]
set_input_delay [expr $clk_period * $clk_io_pct] -clock clk0 $non_clock_inputs
set_output_delay [expr $clk_period * $clk_io_pct] -clock clk0 [all_outputs]
==> results.py <==
# Metrics from the implementation run
metrics = {
    "run_status": {
        "outcome": "finished, final reports clean",
    },
    "cells_and_area": {
        "nClkBuffers": 0,
        "fillers": 5840,
        "seq_area_sq_um": 0,
        "flop-count": 0,
        "fin_util_pct": 33.85,
        "syn2layout_area_growth_pct": 10.64,
        "drive_gt1_share_pct": 3.093,
        "comb_area_sq_um": 15880,
        "fin_cells": 2834,
    },
    "setup_path": {
        "crit_buf_inv": 5,
        "crit_top_cell": "fa_1",
        "critical-path-top-delay-family": "adder cells",
        "required_ps": 14480,
        "slowest_delay_ps": 910,
        "cp-end-kind": "output port",
        "path_cells": "clkdlybuf4s50_1, nand2_1, fa_1, inv_1, fa_1, inv_1, fa_1, fa_1, inv_1, fa_1, fa_1, fa_1, fa_1, ha_1, a21o_1, or4_1, a311oi_1, nor3b_1, and4b_1, a221oi_1, o211ai_1, clkdlybuf4s50_1",
        "crit_arrival_ps": 11640,
        "crit_type": "input port to output port",
        "cp_slowest_cell": "clkdlybuf4s50_1",
        "crit_fanout": 11,
        "critPathLaunchType": "input port",
    },
    "placed_design": {
        "gp_congestion": 0.9397,
        "hpwl_um": 41420,
        "place_inst": 2834,
        "preCtsSetupSlack_ps": 2861,
        "port_buffers": 99,
    },
    "floorplan": {
        "fp_util_pct": 30.59,
        "coreArea_sq_um": 58030,
        "rows": 88,
        "fp.dieH_um": 245.2,
        "dieArea_sq_um": 60150,
        "die_w_um": 245.2,
        "io-pin-count": 99,
    },
    "drt": {
        "wl_um": 55110,
        "avgViaCountPerCell": 4.828,
        "routedWlPerCell_um": 19.45,
        "vias": 13682,
        "drtAntennaViolNets": 0,
        "diodes": 0,
        "post-route-drc-count": 0,
        "drt_iter0_markers": 630,
        "drt_first_pass_iters": 5,
    },
    "clock_network": {
        "cts_hold_buf": 0,
        "postCtsSetupBuffers": 0,
        "cts_resized": 0,
    },
    "yosys": {
        "top_cell_area_share_pct": 46.13,
        "most_common_cell": "fa_1",
        "yosys.stat.seqShare_pct": 0,
        "top_cells_by_count": "fa_1 (409), inv_1 (397), and2_1 (304), nand2_1 (258), ha_1 (154)",
        "syn_area_per_cell_sq_um": 8.761,
        "syn_inst": 2026,
        "ys_chip_area_sq_um": 17750,
        "synth_top_cell_by_area": "fa_1",
        "area_leaders": "fa_1 (46%), ha_1 (11%), and2_1 (11%), inv_1 (8.4%), nand2_1 (5.5%)",
        "syn-cell-area_sq_um": 17750,
        "ys_types": 68,
        "yosys_warnings": 1,
        "yosys_cells": 2026,
    },
    "final_timing": {
        "period_minus_slack_ps": 15260,
        "rsz0062_at_grt": "false",
        "worst_slack_ps": 2837,
        "setup_tns_ps": 0,
        "finalHoldViolations": 0,
        "setup_viol": 0,
        "finalCritPeriodShare_pct": 84.33,
        "slew_headroom_pct": 45.47,
        "fmax_mhz": 65.52,
        "tightest_slew_ps": 815.4,
        "slew_violations": 0,
        "hold_slack_ps": 8353,
    },
    "global_route": {
        "gr-total-overflow": 0,
        "grt_pass1_wl_um": 88620,
        "first_global_vias": 15270,
        "track_usage_pct": 20.34,
        "antenna_found_initial": 0,
        "grt_max_degree": 34,
    },
    "run": {
        "log.warning_count": 32,
        "max_cap_viol_count": 0,
    },
    "worst_hold_path": {
        "hold_path.class": "input port to output port",
    },
}
stage by stage:
stage                     cell area (sq um)
after detailed placement              19640
after floorplan                       17750
final                                 19640
after global routing                  19640
after CTS                             19640
after global placement                19640
layer usage:
layer | vias to the layer above | share of wire (%) | wire length [um] | global-route usage, %
li1 | 6220 | - | - | -
met1 | 6744 | 42 | 23140 | 28.12
met2 | 657 | 45 | 24570 | 30.77
met3 | 61 | 11 | 6239 | 8.751
met4 | 0 | 2.1 | 1155 | 3.217
met5 | - | 0 | 0 | 1.144
worst paths after layout:
| check | start | cells after the start | end |
|---|---|---|---|
| worst max-delay path | SrcA[23] | 22 | ALUResult[30] |
| worst min-delay path | ALU1Control[1] | 4 | ALUResult[0] |
cell type report:
class	instances	area share (%)
multi-input combinational	1530	80.85
inverter	397	7.588
timing repair buffer	142	6.690
tap	765	4.874
kinds of logic (layout without fill, tap and decap cells):
logic type / Yosys count / after routing / synth area share (%)
buffers and inverters: 496 / 539 / 10.55
and+or+nand+nor: 649 / 649 / 18.80
xor gates and xnor gates: 109 / 109 / 5.378
adders and majority gates: 563 / 563 / 56.98
AOI/OAI and AO/OA: 204 / 204 / 8.000
muxes: 5 / 5 / 0.2890
cell usage in the layout (no fill, tap or decap), types with 4 or more instances in the layout:
cell type          n
fa_1             409
inv_1            397
and2_1           304
nand2_1          258
ha_1             154
clkdlybuf4s50_1   99
xnor2_1           75
a21oi_1           46
buf_4             43
o21ai_0           39
nor2_1            34
xor2_1            34
a21o_1            21
nand2b_1          10
a22oi_1           10
a31oi_1            9
nand3_1            8
o211ai_1           7
o21a_1             7
o21bai_1           7
a211oi_1           6
nor3_1             6
o221ai_1           6
and3_1             4
or2_2              4
a41oi_1            4
mux2i_1            4
a22o_1             4
