===== design/flow/config.mk =====
export PLATFORM = sky130hd
export DESIGN_NAME = ALU2
export DESIGN_NICKNAME = ALU2
export VERILOG_FILES = /design/flow/design.v
export SDC_FILE = /design/flow/constraint.sdc
export NUM_CORES = 4
export LEC_CHECK = 1
export CORE_UTILIZATION = 30

===== design/flow/constraint.sdc =====
current_design ALU2

set clk_period 23.1
set clk_io_pct 0.2

create_clock -name clk0 -period $clk_period

set non_clock_inputs [all_inputs -no_clocks]
set_input_delay [expr $clk_period * $clk_io_pct] -clock clk0 $non_clock_inputs
set_output_delay [expr $clk_period * $clk_io_pct] -clock clk0 [all_outputs]

===== design/flow/design.v =====
module ALU2(ALUResult,ALUResult1,ALU2Control,SrcC);
parameter 						nBits = 32;
input [nBits-1:0]				SrcC,ALUResult1; 
input [2:0] 					ALU2Control;
output reg signed [nBits-1:0] 	ALUResult;
always@(ALU2Control,ALUResult1,SrcC)
begin
case(ALU2Control)
		3'b000:         
             ALUResult =  ALUResult1+SrcC;
		3'b001:		  
			 ALUResult = ALUResult1*SrcC; 
		3'b010:		 
			 ALUResult = (ALUResult1>=SrcC) ? 32'b1:32'b0;    
		3'b111:		 
			 ALUResult = ALUResult1;   
		default:   	
			ALUResult = 32'd0;     
	endcase
end
endmodule

===== design/flow/run.sh =====
#!/bin/bash
# OpenROAD 26Q1-2900-gdf79404cd8, Yosys 0.63+post, stock flow scripts
make -C /OpenROAD-flow-scripts/flow DESIGN_CONFIG=/design/flow/config.mk WORK_HOME=/design/flow/orfs finish

==> impl_metrics.py <==
# Generated from Yosys and OpenROAD reports
metrics = {
    "floorplan": {
        "io_pins": 99,
        "row_count": 90,
        "die_w_um": 250,
        "fp_util_pct": 30.5,
        "dieArea_um2": 62400,
        "fp.dieH_um": 250,
        "fp.coreArea_um2": 60500,
    },
    "timing": {
        "min_period_ps": 17460,
        "drv_slew": 0,
        "tightest_slew_ps": 881,
        "setup_tns_ps": 0,
        "hold_violations": 0,
        "rsz0062_at_grt": "false",
        "finalClockPeriodUsage_pct": 75.6,
        "max_freq_mhz": 57.3,
        "finalSetupViolCount": 0,
        "slew_headroom_pct": 41.1,
    },
    "routing": {
        "antenna_left": 0,
        "drc": 0,
        "wl_um": 59300,
        "vias": 14359,
        "firstDrtPassIters": 5,
        "wire_per_inst_um": 20.0,
        "via_per_inst": 4.84,
        "drtIter0Drc": 754,
    },
    "setup_path": {
        "crit_fanout": 18,
        "cp_data_required_time_ps": 18480,
        "cp-start-kind": "primary input",
        "crit_path_end_kind": "output pin",
        "arrival_ps": 12840,
        "cp-startpoint": "ALUResult1[17]",
        "path_class": "primary input to output pin",
    },
    "grt": {
        "antenna_found_initial": 1,
        "track_usage_pct": 20.6,
        "grt_pass1_vias": 15762,
        "grt_max_degree": 35,
        "overflow": 0,
        "grt_first_pass_wirelength_um": 92400,
    },
    "synthesis": {
        "synth.cell_area_um2": 18400,
        "ys_seq_share_pct": 0,
        "synthCells": 2140,
        "synthDistinctLibCells": 68,
        "yosys_cells": 2140,
        "avgSynthCellArea_um2": 8.60,
        "yosys_area_um2": 18400,
        "ys_warn_count": 1,
    },
    "hold_path": {
        "hp-class": "primary input to output pin",
        "hp-start": "ALU2Control[1]",
    },
    "pwr": {
        "p_leak_nw": 9.81,
        "p_per_area_nw_per_um2": 290,
        "switching_power_mw": 3.32,
        "vdd_drop_max_mv": 0.526,
        "finalPower_mw": 5.90,
        "p_int_mw": 2.58,
        "switching_share_pct": 56.2,
    },
    "finish": {
        "clkbuf_count": 0,
        "flop_area_um2": 0,
        "stdcell_count": 2965,
        "post-route-util_pct": 33.7,
        "fillers": 6093,
        "combGateArea_um2": 16400,
        "ff_count": 0,
        "drive_above_1_share_pct": 3.07,
        "syn_to_final_growth_pct": 10.5,
    },
    "job": {
        "warnings": 63,
        "cap_viol_max_count": 0,
    },
    "placement": {
        "numPortBuffers": 99,
        "place_inst": 2964,
        "globalplace.congestion": 0.947,
        "dpl.hpwl_um": 46800,
    },
    "cts": {
        "hold_buffers": 0,
        "post_cts_resized": 0,
        "cts_setup_buffers": 0,
    },
    "run_status": {
        "run_status": "complete, no violations",
    },
}
[per-stage QoR]
step / setup slack [ps] / hold slack (ps) / cell area, um^2
floorplan: 7110 / 9300 / 18400
global placement: 5730 / 10350 / 20300
detailed placement: 5710 / 10380 / 20300
CTS: 5650 / 10380 / 20300
global route: 5290 / 10450 / 20300
finish: 5640 / 10370 / 20400
[layout make-up]
type	instances	area share, %
Tap cell	782	4.81
Antenna cell	1	0.0123
Multi-Input combinational cell	1601	80.5
Inverter	434	8.00
Timing Repair Buffer	147	6.64
[per-layer routing]
metal,vias up,global-route usage [%],part of all wire [%]
met2,695,30.4,44
met4,2,3.33,1.9
met5,-,0,0.012
met1,7039,27.7,42
li1,6554,-,-
met3,69,11.2,13
[cells in the mapped netlist, types with 6 or more instances]
| cell | instances | area (um^2) |
|---|---|---|
| nor2b_1 | 11 | 68.8 |
| o21a_1 | 6 | 45.0 |
| a22o_1 | 9 | 78.8 |
| xor2_1 | 23 | 201 |
| clkbuf_1 | 102 | 383 |
| a22oi_1 | 11 | 82.6 |
| fa_1 | 409 | 8190 |
| and2_1 | 278 | 1740 |
| ha_1 | 186 | 2330 |
| o21ai_0 | 44 | 220 |
| nand4_1 | 8 | 50.1 |
| nor2_1 | 77 | 289 |
| nor3_1 | 19 | 95.1 |
| nand2b_1 | 15 | 93.8 |
| o21bai_1 | 9 | 67.6 |
| inv_1 | 431 | 1620 |
| a21o_1 | 14 | 105 |
| a21oi_1 | 60 | 300 |
| nand2_1 | 243 | 912 |
| xnor2_1 | 84 | 736 |
| a211oi_1 | 13 | 97.6 |
[worst max-delay path, stage by stage]
cell	delay (ps)
clkdlybuf4s50_1	850
and2_1	410
fa_1	530
inv_1	50
fa_1	490
fa_1	440
fa_1	540
inv_1	50
fa_1	480
fa_1	570
fa_1	440
fa_1	450
ha_1	350
o21a_1	130
o21a_1	150
o21ai_0	250
nand2b_1	170
a21oi_2	60
or3_1	430
a221o_1	370
a21oi_2	160
xnor2_1	110
o221ai_2	210
clkdlybuf4s50_1	520
[path summary, 6_finish.rpt]
| kind | endpoint | cells past startpoint |
|---|---|---|
| worst max-delay path | ALUResult[31] | 24 |
| worst min-delay path | ALUResult[0] | 4 |
[cells by family after synthesis]
family	after synthesis	share of synthesized area [%]
and+or+nand+nor	678	18.6
xor gates and xnor gates	107	5.09
muxes	1	0.0611
AOI/OAI and AO/OA	220	8.13
buffers and inverters	539	11.0
adders and majority gates	595	57.1
[placed cells by master, fill, tap and decap left out, drive strengths merged, types with 2 or more instances in the layout]
cell / synthesis / final
o31ai: 4 / 4
a211oi: 13 / 13
nor3: 19 / 19
or3: 5 / 5
a221oi: 3 / 3
or2: 2 / 2
a31oi: 4 / 4
xor2: 23 / 23
o22ai: 2 / 2
a21boi: 3 / 3
o21bai: 9 / 9
nand4: 8 / 8
clkdlybuf4s50: 0 / 99
o221ai: 3 / 3
o41ai: 3 / 3
fa: 409 / 409
a22o: 9 / 9
xnor2: 84 / 84
nor4: 3 / 3
o211ai: 3 / 3
a32oi: 2 / 2
nand2: 243 / 243
o21a: 7 / 7
a21o: 14 / 14
nand2b: 15 / 15
nor2b: 11 / 11
and2: 279 / 279
inv: 433 / 433
a221o: 5 / 5
o21ai: 50 / 50
buf: 3 / 48
a2111oi: 4 / 4
nor2: 77 / 77
and4: 2 / 2
ha: 186 / 186
nand3: 5 / 5
a21oi: 63 / 63
a22oi: 11 / 11
o31a: 2 / 2
and3: 3 / 3
[power by group through the flow]
stage	Sequential (mW)	Combinational (mW)	Clock, mW
after CTS	0	5.91	0
after global routing	0	6.55	0
Power figures rest on the tool's default switching activity, not on a simulated workload.
