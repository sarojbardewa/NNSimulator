<file path="/design/flow/config.mk">
export PLATFORM = sky130hd
export DESIGN_NAME = signEx
export DESIGN_NICKNAME = signEx
export VERILOG_FILES = /design/flow/design.v
export SDC_FILE = /design/flow/constraint.sdc
export NUM_CORES = 4
export LEC_CHECK = 1
export CORE_AREA = 10 10 70 70
export DIE_AREA = 0 0 80 80
</file>
<file path="/design/flow/constraint.sdc">
current_design signEx

set clk_period 1.0
set clk_io_pct 0.2

create_clock -name clk0 -period $clk_period [get_ports {clk}]

set non_clock_inputs [all_inputs -no_clocks]
set_input_delay [expr $clk_period * $clk_io_pct] -clock clk0 $non_clock_inputs
set_output_delay [expr $clk_period * $clk_io_pct] -clock clk0 [all_outputs]
</file>
<file path="/design/flow/design.v">
module signEx( clk, valin, extended );
parameter size_in = 16;
parameter size_out = 32;
input clk;
input [size_in - 1:0] valin;
output [size_out - 1:0] extended;
wire [size_in - 1:0] valin;
reg [size_out - 1:0] extended;
always @(posedge clk) begin
  extended[size_out - 1:0] <= { {( size_out - size_in ){valin[size_in-1]}}, valin[size_in-1:0] };
end
endmodule
</file>
<file path="/design/flow/run.sh">
#!/bin/bash
# OpenROAD 26Q1-2900-gdf79404cd8, Yosys 0.63+post, stock flow scripts
make -C /OpenROAD-flow-scripts/flow DESIGN_CONFIG=/design/flow/config.mk WORK_HOME=/design/flow/orfs finish
</file>
==> out/qor.csv <==
stage,metric,value,unit
global_routing,grt_start_max_net_pins,9,
timing,max-slew-margin-rel,93.8,%
routing,drt_first_pass_iters,1,
floorplan,ios,49,
final_layout,largestRegisters,extended x16,
worst_setup_path,cp-end-kind,output pin,
synth,top_area_cell,dfxtp_1,
power_and_ir_drop,leakage,0.388,nW
job,max-cap-violations,0,
global_routing,top_usage_layer,met2,
routing,drtIter0Drc,0,
placement,io_buffers,48,
final_layout,final_cells,116,
synth,yosys_cells,32,
final_layout,largest_register_ff_count,16,
synth,synth_flops,16,
floorplan,fp.dieH,80,µm
timing,finalMaxSlewViolations,0,
final_layout,fillers,371,
worst_setup_path,critical_path_peak_fanout,6,
timing,fin_setup_tns,-1440,ps
global_routing,first_global_vias,402,
routing,wl_per_cell,12.0,µm
synth,yosys_area,440,µm²
clock_tree,clkSlewWorstSetupHoldPaths,80,ps
timing,grt_setup_unrepaired,true,
routing,dr_total_vias,343,
worst_setup_path,critical_path_class,reg2out,
placement,place_area,878,µm²
run_status,violations,negative setup slack,
final_layout,lay_top_count,clkdlybuf4s50_1,
final_layout,final_util,25.8,%
global_routing,overflow,0,
run_status,run_status,"finished, violations left",
placement,place_inst,111,
synth,yosysUniqueCellTypes,2,
routing,drc,0,
placement,gp_congestion,0.677,
power_and_ir_drop,power.density,1320,nW/µm²
synth,ys_warn_count,1,
routing,avgViaCountPerCell,2.96,
timing,fin_crit_sh,116,%
synth,synth.avg_cell_area,13.8,µm²
floorplan,coreArea,3420,µm²
min_path,hp-class,in2reg,
final_layout,layout_top_cells,"clkdlybuf4s50_1 (16), buf_6 (14), dfxtp_2 (11)",
clock_tree,clock_sinks,16,
min_path,worstHoldPathCells,1,
clock_tree,clockBufferDepth,2,
final_layout,post-route-cell-area,881,µm²
timing,fmax,0.860,GHz
final_layout,drive_gt1_share,62.9,%
timing,fin_crit,1160,ps
floorplan,die_w,80,µm
job,tool_warnings,27,
floorplan,die_area,6400,µm²
power_and_ir_drop,vdd_drop_max,0.567,mV
global_routing,grt_util_met1,3.97,%
clock_tree,cts_tree,yes,
global_routing,grt_use_total,3.93,%
routing,ant_nets,0,
timing,setup_viol,17,
final_layout,areaGrowthSynthToFinish,100,%
clock_tree,clockRootBuffer,clkbuf_4,
worst_setup_path,cp_data_arrival_time,960,ps
worst_setup_path,start_kind,flip-flop,
worst_setup_path,crit_start,extended[15],
synth,synth-seq-area-share,72.7,%
clock_tree,htree_num_levels,1,
worst_setup_path,crit_required,800,ps
final_layout,logic_gates,0,
timing,finalWorstSetupSlack,-163,ps
floorplan,initCoreUtil,12.9,%
global_routing,antenna_found_initial,0,
final_layout,top_register,extended,
synth,top_cells_by_area,"dfxtp_1 (73%), buf_4 (27%)",
min_path,min_from,valin[4],
clock_tree,cts-buffers-inserted,3,
synth,synth_top_area_share,72.7,%
global_routing,gr-usage-met3,2.84,%
timing,worst_pin_slew,93.0,ps
placement,dpl_worst_slack,-161,ps
routing,antenna_cells,0,
global_routing,global_route.usage.met2,6.50,%
clock_tree,cts-hold-fix-buffers,0,
floorplan,rows,21,
synth,syn_area,440,µm²
routing,routed_wl,1400,µm
final_layout,combGateArea,0,µm²
global_routing,grt_pass1_wl,2060,µm
timing,hold_violations,0,
synth,netlist_instances,32,
final timing paths:
kind,end,slack (ps)
worst max-delay path,extended[31],-160
worst min-delay path,extended[4],360
Yosys cell counts, drive strengths merged:
cell type and n:
buf 16, dfxtp 16
worst max-delay path, cell delays in order, from the launching register on:
cell     delay, ps
dfxtp_4        350
buf_6          120
buf_8          120
buf_6          100
cell type report:
type                  instances  area [µm²]  share of cell area, %
Clock buffer                  3        22.5                   2.56
Sequential cell              16         338                   38.4
Tap cell                     46        57.6                   6.53
Timing Repair Buffer         51         463                   52.6
per-layer routing:
| metal | vias to the layer above | wire, µm |
|---|---|---|
| met5 | - | 0 |
| met4 | 0 | 7 |
| met3 | 2 | 275 |
| met2 | 36 | 619 |
| met1 | 149 | 495 |
| li1 | 156 | - |
through the flow:
stage	hold slack [ps]	power (mW)
after detailed placement	652	0.897
after global routing	335	1.23
final	357	1.17
after floorplan	228	0.729
after CTS	348	1.21
after global placement	658	0.895
kinds of logic (layout without fill, tap and decap cells):
kind of cell / after synthesis / count (layout) / share of synthesized area (%)
buffers and inverters: 16 / 54 / 27.3
DFF: 16 / 16 / 72.7
power breakdown:
| part | switching (mW) | internal [mW] |
|---|---|---|
| registers | 0.0107 | 0.674 |
| logic | 0.0331 | 0.142 |
| clock network | 0.167 | 0.139 |
what timing repair did:
action | CTS | global route
buffers inserted | 4 | 0
gates cloned | 1 | 0
gates resized | 98 | 22
endpoints found under the setup margin | 32 | 29
Power is estimated from default activity; no workload was simulated.
